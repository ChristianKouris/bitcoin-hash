## flow/run.sh

```bash
#!/bin/bash
# OpenROAD 26Q1-2900-gdf79404cd8, Yosys 0.63+post, stock flow scripts
make -C /OpenROAD-flow-scripts/flow DESIGN_CONFIG=/design/flow/config.mk WORK_HOME=/design/flow/orfs finish
```

## flow/config.mk

```make
export PLATFORM = sky130hd
export DESIGN_NAME = bitcoin_hash
export DESIGN_NICKNAME = bitcoin_hash
export VERILOG_FILES = /design/flow/design.v
export SDC_FILE = /design/flow/constraint.sdc
export NUM_CORES = 4
export LEC_CHECK = 1
export CORE_UTILIZATION = 40
export SYNTH_HDL_FRONTEND = slang
```

## flow/constraint.sdc

```tcl
current_design bitcoin_hash

set clk_period 26.9
set clk_io_pct 0.2

create_clock -name clk0 -period $clk_period [get_ports {clk}]

set non_clock_inputs [all_inputs -no_clocks]
set_input_delay [expr $clk_period * $clk_io_pct] -clock clk0 $non_clock_inputs
set_output_delay [expr $clk_period * $clk_io_pct] -clock clk0 [all_outputs]
```

## flow/design.v

```verilog
module bitcoin_hash (input logic clk, reset_n, start, 
                     input logic [15:0] message_addr, output_addr, 
							output logic done, mem_clk, mem_we, 
							output logic [15:0] mem_addr, 
							output logic [31:0] mem_write_data, 
							input logic [31:0] mem_read_data); 
  parameter int sha256_k[0:63] = '{ 
     32'h428a2f98, 32'h71374491, 32'hb5c0fbcf, 32'he9b5dba5, 32'h3956c25b, 32'h59f111f1, 32'h923f82a4, 32'hab1c5ed5, 
	  32'hd807aa98, 32'h12835b01, 32'h243185be, 32'h550c7dc3, 32'h72be5d74, 32'h80deb1fe, 32'h9bdc06a7, 32'hc19bf174, 
	  32'he49b69c1, 32'hefbe4786, 32'h0fc19dc6, 32'h240ca1cc, 32'h2de92c6f, 32'h4a7484aa, 32'h5cb0a9dc, 32'h76f988da, 
	  32'h983e5152, 32'ha831c66d, 32'hb00327c8, 32'hbf597fc7, 32'hc6e00bf3, 32'hd5a79147, 32'h06ca6351, 32'h14292967, 
	  32'h27b70a85, 32'h2e1b2138, 32'h4d2c6dfc, 32'h53380d13, 32'h650a7354, 32'h766a0abb, 32'h81c2c92e, 32'h92722c85, 
	  32'ha2bfe8a1, 32'ha81a664b, 32'hc24b8b70, 32'hc76c51a3, 32'hd192e819, 32'hd6990624, 32'hf40e3585, 32'h106aa070, 
	  32'h19a4c116, 32'h1e376c08, 32'h2748774c, 32'h34b0bcb5, 32'h391c0cb3, 32'h4ed8aa4a, 32'h5b9cca4f, 32'h682e6ff3, 
	  32'h748f82ee, 32'h78a5636f, 32'h84c87814, 32'h8cc70208, 32'h90befffa, 32'ha4506ceb, 32'hbef9a3f7, 32'hc67178f2 
  }; 
  function logic [255:0] sha256_op(input logic [31:0] a, b, c, d, e, f, g, h, w,
                                   input logic [7:0] t);
    logic [31:0] S1, S0, ch, maj, t1, t2;  
  begin
      S1 = rrot(e, 6) ^ rrot(e, 11) ^ rrot(e, 25);
      ch = (e & f) ^ ((~e) & g);
      t1 = h + S1 + ch + sha256_k[t] + w;
      S0 = rrot(a, 2) ^ rrot(a, 13) ^ rrot(a, 22);
      maj = (a & b) ^ (a & c) ^ (b & c);
      t2 = S0 + maj;
      sha256_op = {t1 + t2, a, b, c, d + t1, e, f, g};
  end
  endfunction
  function logic [31:0] rrot (input logic [31:0] x,
                              input logic [7:0] r);
  begin
    rrot = (x >> r) | (x << (32-r));
  end
  endfunction
  enum logic [3:0] {IDLE=4'b0000, READ0=4'b0001, READ1=4'b0010, COMPUTEFIRSTBLOCK=4'b0011, FIRSTBLOCKCONT=4'b0100, FIRSTBLOCKRESULTS=4'b0101, 
					     READSECOND0=4'b0110, READSECOND1=4'b0111, READSECOND2=4'b1000, SHAUNDER16=4'b1001, SHAOVER16=4'b1010, 
						  FIRSTHASH=4'b1011, WRITE=4'b1100} state;
  assign mem_clk = clk;
  logic [31:0] w[0:15];
  logic [31:0] H[0:7];
  logic [31:0] end1, end2, end3;
  logic [31:0] nonce;
  logic [31:0] a, b, c, d, e, f, g, h;
  logic [31:0] wtxnew;
  logic [7:0] rc, wc, t, i;
  logic [1:0] isSecond;
	function logic [31:0] wtnew;  
	begin
	  logic [31:0] s0, s1; 
	  s0 = rrot(w[1],7)^rrot(w[1],18)^(w[1]>>3); 
	  s1 = rrot(w[14],17)^rrot(w[14],19)^(w[14]>>10); 
	  wtnew = w[0] + s0 + w[9] + s1; 
	end
	endfunction
  always_ff @(posedge clk, negedge reset_n)
  begin
    if (!reset_n) begin
		state <= IDLE;
    end else
      case (state)
        IDLE:
          if (start) begin
				{H[0], H[1], H[2], H[3], H[4], H[5], H[6], H[7]} <= {32'h6a09e667, 32'hbb67ae85, 32'h3c6ef372, 32'ha54ff53a, 32'h510e527f, 32'h9b05688c, 32'h1f83d9ab, 32'h5be0cd19};
			   mem_addr <= message_addr; 
				mem_we <= 0;
				rc <= 1;
				wc <= 0;
				isSecond <= 0;
				done <= 0;
            state <= READ0;
          end
        READ0: begin
			 mem_addr <= message_addr + rc; 
			 rc <= rc + 1; 
		    state <= READ1;
		  end
		  READ1: begin
		    w[15] <= mem_read_data; 
			 mem_addr <= message_addr + rc; 
			 rc <= rc + 1; 
			 t = 0;
			 a <= H[0]; b <= H[1]; c <= H[2]; d <= H[3]; e <= H[4]; f <= H[5]; g <= H[6]; h <= H[7];
		    state <= COMPUTEFIRSTBLOCK;
		  end
		  COMPUTEFIRSTBLOCK: begin
		    {a, b, c, d, e, f, g, h} <= sha256_op(a, b, c, d, e, f, g, h, w[15], t); 
			 for( i = 0; i < 15; i++ ) w[i] <= w[i+1];
			 if (t < 15 ) w[15] <= mem_read_data;
			 else w[15] <= wtnew(); 
			 if( rc < 16 ) begin 
			   mem_addr <= message_addr + rc; 
			   rc <= rc + 1; 
			 end
			 t = t + 1;
			 if( t > 62 ) state <= FIRSTBLOCKCONT;
		  end
		  FIRSTBLOCKCONT: begin
		    {a, b, c, d, e, f, g, h} <= sha256_op(a, b, c, d, e, f, g, h, w[15], t);
			 mem_addr <= message_addr + rc;
			 rc <= rc + 1;
			 state <= FIRSTBLOCKRESULTS;
		  end
		  FIRSTBLOCKRESULTS: begin
		    H[0] <= H[0] + a; H[1] <= H[1] + b; H[2] <= H[2] + c; H[3] <= H[3] + d; H[4] <= H[4] + e; H[5] <= H[5] + f; H[6] <= H[6] + g; H[7] <= H[7] + h;
			 t = 0;
			 mem_addr <= message_addr + rc; 
			 rc <= rc + 1;
			 state <= READSECOND0;
		  end
		  READSECOND0: begin
		    a <= H[0]; b <= H[1]; c <= H[2]; d <= H[3]; e <= H[4]; f <= H[5]; g <= H[6]; h <= H[7];
		    mem_addr <= message_addr + rc; 
			 end1 <= mem_read_data;
			 rc <= rc + 1;
			 w[0] <= mem_read_data;
			 state <= READSECOND1;
		  end
		  READSECOND1: begin
		    mem_addr <= message_addr + rc;
			 end2 <= mem_read_data;
			 w[1] <= mem_read_data; 
			 state <= READSECOND2;
		  end
		  READSECOND2: begin
		    end3 <= mem_read_data;
			 w[2] <= mem_read_data;
			 nonce <= 0;
			 w[3] <= 0;
			 w[4] <= 32'h80000000;
			 for (i = 5; i < 15; i++) w[i] <= 32'h00000000;
			 w[15] <= 32'd640;
			 state <= SHAUNDER16;
		  end
		  SHAUNDER16: begin
		    {a, b, c, d, e, f, g, h} <= sha256_op(a, b, c, d, e, f, g, h, w[t], t); 
			 t = t + 1;
			 if( t > 15 ) state <= SHAOVER16;
		  end
		  SHAOVER16: begin  
			 for (i = 0; i < 15; i++) w[i] <= w[i+1];
			 wtxnew = wtnew();
			 w[15] <= wtxnew; 
			 {a, b, c, d, e, f, g, h} <= sha256_op(a, b, c, d, e, f, g, h, wtxnew, t);
			 t = t + 1;
			 if( t > 63 ) begin 
			   state <= FIRSTHASH;
				if( isSecond == 1 ) state <= WRITE;
			 end
		  end
		  FIRSTHASH: begin
		    w[0] <= H[0] + a; w[1] <= H[1] + b; w[2] <= H[2] + c; w[3] <= H[3] + d; w[4] <= H[4] + e; w[5] <= H[5] + f; w[6] <= H[6] + g; w[7] <= H[7] + h;
			 w[8] <= 32'h80000000;
			 for (i = 9; i < 15; i++) w[i] <= 32'h00000000;
			 w[15] <= 32'd256;
			 {a,b,c,d,e,f,g,h} <= {32'h6a09e667, 32'hbb67ae85, 32'h3c6ef372, 32'ha54ff53a, 32'h510e527f, 32'h9b05688c, 32'h1f83d9ab, 32'h5be0cd19};
			 t = 0; 
			 isSecond <= 1;
			 state <= SHAUNDER16;
		  end
		  WRITE: begin
			mem_we <= 1;
		   mem_addr <= output_addr + wc;
			wc <= wc + 1;
			mem_write_data <= a + 32'h6a09e667;
			if( nonce > 15 ) done <= 1;
			a <= H[0]; b <= H[1]; c <= H[2]; d <= H[3]; e <= H[4]; f <= H[5]; g <= H[6]; h <= H[7];
			w[0] <= end1; w[1] <= end2; w[2] <= end3; 
			w[3] <= nonce + 1;
			w[4] <= 32'h80000000;
			for (i = 5; i < 15; i++) w[i] <= 32'h00000000;
			w[15] <= 32'd640;
			isSecond <= 0;
			nonce <= nonce + 1;
			t = 0;
			state <= SHAUNDER16;
		  end
      endcase
  end
endmodule
```

==> summary.rpt <==
=== SYNTHESIS / PLACE & ROUTE SUMMARY ===
----------------------------------------------------
[Detailed routing]
  Residual DRC ........................ 12
  Wire length per cell after detailed routing ........................ approximately 32 um
  Total length of routed wires ........................ ~370 mm
  First-pass detailed-route iteration total ........................ between 40 and 50
  Count of nets left with antenna violations after detail routing ........................ 0
  Vias after detailed routing ........................ between 60000 and 70000
  First DRT Iteration DRCs ........................ approximately 6400
  Via density ........................ between 6 and 7

[Critical path]
  Destination of the worst register-to-register timing path ........................ a[31]
  Worst Reg-to-Reg Cells ........................ ~40
  Cell chain of the critical path ........................ clkbuf_16 -> clkbuf_16 -> clkdlybuf4s50_1
  Endpoint class of the critical path ........................ primary output
  Critical path startpoint ........................ clk
  Worst Setup Start Kind ........................ clock port
  Startpoint of the lowest-slack register-to-register path ........................ t[1]
  Data arrival time of the critical path ........................ approximately 14 ns
  Crit path to ........................ mem_clk
  Slowest-stage cell, CP ........................ sky130_fd_sc_hd__clkdlybuf4s50_1
  Worst EP required ........................ between 20 and 25 ns
  Combined buffer and inverter count along the critical path ........................ 3
  Category of cells accounting for the largest share of critical-path delay ........................ buffers and inverters
  Delay of the slowest cell on the worst path ........................ slightly below 0.4 ns
  Most Frequent Cell on Critical Path ........................ sky130_fd_sc_hd__clkbuf_16
  CP Max Fanout ........................ 3
  Type of the setup path with the least slack ........................ clk -> out
  Crit. path cell count ........................ 3
  Flop2flop setup slack ........................ 16.59 ns

[Yosys]
  Area share of the largest cell type after synthesis ........................ between 30% and 40%
  Share of synthesized registers carrying an async set or reset ........................ under 10%
  Cell count in the Yosys report ........................ 8493
  #FFs+latches synth ........................ about 1200
  Sequential fraction of the synthesis area ........................ between 40% and 50%
  Cell count after synthesis ........................ about 8500
  Number of enable flip-flop cells ........................ approximately 1100
  Post-synth top cells ........................ 1213 x sky130_fd_sc_hd__nand2_1, 1099 x sky130_fd_sc_hd__edfxtp_1, 589 x sky130_fd_sc_hd__a21oi_1
  Biggest area cells ........................ sky130_fd_sc_hd__edfxtp_1 39%, sky130_fd_sc_hd__ha_1 7.2%, sky130_fd_sc_hd__nand2_1 5.3%, sky130_fd_sc_hd__xnor2_1 5.2%, sky130_fd_sc_hd__mux4_2 4.4%
  Unique masters post-synth ........................ around 91
  Top-count cell post-synth ........................ sky130_fd_sc_hd__nand2_1
  Post-synthesis chip area from yosys ........................ between 80000 and 90000 sq um
  Avg Cell Area, Syn ........................ around 10 sq um
  Synth warn ........................ 0
  Leading register cell type out of synthesis ........................ sky130_fd_sc_hd__edfxtp_1
  Cell taking the most area after synthesis ........................ sky130_fd_sc_hd__edfxtp_1
  Post-synthesis instance area ........................ around 85000 sq um

[Floorplan]
  Chip area ........................ ~220000 sq um
  Total I/O pin count ........................ about 120
  Die extent in x ........................ between 400 and 500 um
  Cell row count ........................ around 170
  Die height ........................ about 460 um
  Initial Utilization ........................ 40.24%
  Core region area ........................ roughly 210000 sq um

[Pwr]
  Clock Power Share ........................ 50.0%
  Relative contribution of combinational cells to total power ........................ less than 1%
  Total Power ........................ 4.212 mW
  Total power per unit cell area ........................ roughly 44 nW/um^2
  Power share of the sequential group ........................ between 40% and 50%
  Share of total power consumed by net switching ........................ 22.01%
  Internal power ........................ approximately 3.3 mW
  Sw power ........................ roughly 930 uW
  Maximum ir drop on the vdd rail ........................ 0.07137 mV
  Static Leak ........................ 34.79 nW

[Global routing]
  Initial antenna violation count ........................ 25
  Met1 Use GR ........................ between 40% and 50%
  GR Layer Usage met3 ........................ roughly 24%
  Total global routing overflow ........................ 0
  Met2 Use GR ........................ between 40 and 50%
  First-pass GRT wire length ........................ about 520 mm
  Most Crowded Layer GR ........................ met2
  Total Routing Usage GR ........................ 36.21%
  Number of global-route vias before repair ........................ 67696
  Maximum number of pins on one net before global-route repair ........................ about 150

[STA]
  Hold Worst Slack ........................ roughly 0.38 ns
  Max-slew violations ........................ 0
  Unrepaired setup endpoints after global routing ........................ no
  Worst slew margin relative to its limit ........................ between 10% and 20%
  Pin slew with the least headroom to its limit ........................ around 1.2 ns
  Clock skew after layout ........................ roughly 0.073 ns
  Total Negative Setup Slacks ........................ 0 ns
  Total of endpoints with negative setup slack in the final report ........................ 0
  Hold Vio Cnt, Final ........................ 0
  Setup WS post-layout ........................ between 7 and 8 ns

[Cells and area]
  Fraction of layout instances using a drive strength above 1 ........................ about 8.1%
  Largest register FFs ........................ a little over 500
  Final instance area ........................ 95030 sq um
  Regs by FF count ........................ w x512, H x256
  Most flop-heavy register ........................ w
  Layout overhead on the synthesized area ........................ 11.34%

[Clock network]
  Count of hold-fix buffers inserted at cts ........................ 0
  Clock tree from TritonCTS ........................ built
  Cells resized by post-CTS repair ........................ 0
  Source-to-sink clock delay at the later pin of the worst-skew pair ........................ ~0.96 ns
  Number of setup buffers added after CTS ........................ 0
  Clock-pin slew on the worst setup and hold paths ........................ around 0.060 ns

[Place]
  DPL Wire Length ........................ 283.8 mm
  Number of buffers inserted by port buffering ........................ roughly 120
  Post-place setup slack ........................ 7.703 ns
  Cell area reported after detailed placement ........................ roughly 90000 sq um
  Placer's final routability congestion estimate ........................ ~1.1

[Hold path]
  Path class of the lowest-slack min-delay path ........................ reg -> reg

[Run]
  Tool warnings ........................ 70
  Max-cap check violation count ........................ 0

[Run status]
  Failing checks ........................ design-rule violations
  Result of the run ........................ complete, but fails checks

----------------------------------------------------
[cell usage in the layout (no fill, tap or decap), types with 154 or more instances in the layout]
| cell type | instances |
|---|---|
| sky130_fd_sc_hd__a21o_1 | 204 |
| sky130_fd_sc_hd__a21oi_1 | 588 |
| sky130_fd_sc_hd__and2_1 | 176 |
| sky130_fd_sc_hd__buf_4 | 211 |
| sky130_fd_sc_hd__clkbuf_16 | 154 |
| sky130_fd_sc_hd__edfxtp_1 | 1099 |
| sky130_fd_sc_hd__ha_1 | 492 |
| sky130_fd_sc_hd__inv_1 | 346 |
| sky130_fd_sc_hd__mux4_2 | 167 |
| sky130_fd_sc_hd__nand2_1 | 1205 |
| sky130_fd_sc_hd__nand3b_1 | 204 |
| sky130_fd_sc_hd__nor2_1 | 459 |
| sky130_fd_sc_hd__o21ai_0 | 420 |
| sky130_fd_sc_hd__xnor2_1 | 504 |
| sky130_fd_sc_hd__xor2_1 | 222 |
[worst min path at each step]
| stage | startpoint | end | slack [ns] | cells after the start |
|---|---|---|---|---|
| CTS | state[2] | state[9] | 0.38 | 0 |
| global route | state[2] | state[9] | 0.39 | 0 |
| finish | state[2] | state[9] | 0.38 | 0 |
[logic make-up (layout without fill, tap and decap cells)]
kind of cell               after synthesis  after routing  share of synthesized area, %
buffers and inverters                  862            962                         3.804
DFF                                   1244           1244                         42.15
adders and majority gates              663            663                         10.86
and+or+nand+nor                       2719           2719                         15.03
other                                    0             12                             0
xor gates and xnor gates               728            728                         7.496
muxes                                  207            207                         4.886
AOI/OAI and AO/OA                     2070           2070                         15.78
[layer usage]
layer / wire, um / vias up
met5: 2078 / -
li1: - / 30850
met2: 151400 / 3308
met4: 18370 / 50
met1: 136700 / 33827
met3: 60260 / 672
[cell type report]
cell class                      instances  area, sq um
Inverter                              352         1324
Multi-Input combinational cell       6387        46270
Tap cell                             2821         3530
Sequential cell                      1244        35990
Timing Repair Buffer                  332         2840
Antenna cell                           12        30.03
Clock inverter                         79        849.6
Fill cell                           19525       117100
Clock buffer                          199         4199
[power by group through the flow]
stage | Clock [mW] | Sequential [mW] | Combinational [mW]
4_1_cts | 2.13 | 2.07 | 0.0340
5_1_grt | 2.20 | 2.07 | 0.0362
6_report | 2.11 | 2.07 | 0.0343
[metrics by stage]
step | util, % | instances
after global routing | 44.79 | 11415
after CTS | 44.79 | 11414
after global placement | 42.42 | 11137
final | 44.81 | 11426
after floorplan | - | 8493
after detailed placement | 42.42 | 11137
Power is estimated from default activity; no workload was simulated.
